File: flow/run.sh
#!/bin/bash
# OpenROAD 26Q1-2900-gdf79404cd8, Yosys 0.63+post, stock flow scripts
make -C /OpenROAD-flow-scripts/flow DESIGN_CONFIG=/design/flow/config.mk WORK_HOME=/design/flow/orfs finish
File: flow/config.mk
export PLATFORM = sky130hd
export DESIGN_NAME = regfile
export DESIGN_NICKNAME = regfile
export VERILOG_FILES = /design/flow/design.v
export SDC_FILE = /design/flow/constraint.sdc
export NUM_CORES = 4
export LEC_CHECK = 1
export CORE_UTILIZATION = 40
File: flow/constraint.sdc
current_design regfile

set clk_period 3.2
set clk_io_pct 0.2

create_clock -name clk0 -period $clk_period [get_ports {clk}]

set non_clock_inputs [all_inputs -no_clocks]
set_input_delay [expr $clk_period * $clk_io_pct] -clock clk0 $non_clock_inputs
set_output_delay [expr $clk_period * $clk_io_pct] -clock clk0 [all_outputs]
File: flow/design.v
`timescale 1ns / 1ps
module regfile(ra1, ra2, wa, wd, RegWrite, clk, rd1, rd2);
    input [2:0] ra1;
    input [2:0] ra2;
    input [2:0] wa;
    input [15:0] wd;
    input RegWrite; 
	 input clk;
    output reg [15:0] rd1;
    output reg [15:0] rd2;
	 reg [15:0] regs [0:7];  
	 always @ (posedge clk) begin
				if (ra1 == 3'b000) begin   
					rd1 = 16'h0; 
				end else begin
					rd1 = regs[ra1]; 
				end
		end	
	 always @ (posedge clk) begin
				if (ra2 == 3'b000) begin
					rd2 = 16'h0;
				end else begin
					rd2 = regs[ra2];
				end
		end
	always @(posedge clk) begin
		if (RegWrite == 1'b1)
			if (wa!= 2'h0) begin
				regs[wa] = wd;
			end
	end
endmodule
==> flow_summary.ini <==
; yosys + openroad results
[place]
dp_hpwl_mm = 7.57
place_congestion = 0.803
io_buffers = 58
pre_cts_slack_ns = 0.766
dp.cells = 599

[timing]
fmax_mhz = 496
rsz0062_at_grt = no
final.min_clock_period_ns = 2.01
finalSetupTns_ns = 0
hold_viol = 0
whs_ns = 0.654
clock_skew_ns = 0.00780
setup_slack_ns = 1.19
drv_slew = 0
setup_viol = 0
tightest_slew_ns = 0.685
finalCritPeriodShare_pct = 63.0
max_slew_margin_pct = 54.2

[pwr]
p_switching_uw = 875
p_comb_share_pct = 8.3
ir_worst_vdd_mv = 0.351
power.share.sequential_pct = 47.3
swShare_pct = 19.3
power_density_mw_per_mm2 = 612
p_leak_uw = 0.00259
internal-power_uw = 3650
p_clk_share_pct = 44.4

[cts]
ctsHoldBuffers = 0
htreeDepth = 4
cts_max_path_buffers = 2
cts_resized = 0
cts_tree = built
clock_latency_ns = 0.41
cts_setup_buffers = 0
cts_buffers = 17
path_clk_slew_ns = 0.06
cts.sinks = 144
cts-root-buf = clkbuf_16

[route]
wl_met2_mm = 6.39
top_layer = met4
drt_iter0_drc = 213
wl_per_cell_microns = 20.7
routed_via_density = 5.61
antenna_cells = 0
post-route-drc-count = 0
wl_met1_mm = 5.55
vias = 3541
firstDrtPassIters = 21
wirelength_mm = 13.1
ant_nets = 0
wl_met3_microns = 874

[floorplan]
fp-row-count = 44
die_height_microns = 126
io_pins = 59
die_w_microns = 126
initial_core_util_pct = 41.5
core-area_sq_mm = 0.0147
die_area_sq_mm = 0.0158

[setup_path]
critPathCaptureType = flop
crit_fanout = 9
worstReg2RegStart = regs[3][11]
critPathRequiredTime_ns = 3.50
reg2reg_to = rd1[11]
cp-start-kind = primary input
crit_type = in2reg
worst-r2r-setup-slack_ns = 1.98
reg2regPathDepth = 3
cp.arrival_ns = 2.32

[finish]
drive_above_1_share_pct = 19.7
final_cell_mix = edfxtp_1 (112), clkdlybuf4s50_1 (56), mux2i_1 (48), a221oi_1 (39), dfxtp_1 (32)
final_util_pct = 50.3
lay_top_count = edfxtp_1
layoutNonFillerInstCount = 631
fillers = 1163
syn_to_final_growth_pct = 21.1

[global_route]
grt_max_degree = 65
grt_antenna_before_repair = 0
grt_pass1_wl_mm = 20.1
grt_overflow_total = 0
grt_pass1_vias = 3805
grt_usage_pct = 18.2

[synth]
yosysWarnings = 1
ys_seq_share_pct = 65.6
ys_chip_area_sq_mm = 0.00611
numSynthFlops = 144
synthesis.area_sq_mm = 0.00611
synth_cell_type_count = 24
synth_area_per_cell_sq_um = 16.5
synthCells = 370
ys_cells = 370

[hold_path]
hp-start = regs[5][10]
worstHoldEndpoint = rd1[10]
min_path_type = reg2reg
hold_depth = 2

[job]
warning_count = 25
cap_violations = 0

[outcome]
status = complete, no violations
-- synth_stat cells, drive strengths merged --
cell / number / area [sq um]
edfxtp: 112 / 3360
a221oi: 48 / 477
mux2i: 48 / 480
dfxtp: 32 / 641
mux2: 32 / 394
buf: 24 / 259
a211oi: 16 / 120
a311oi: 16 / 140
nor2b: 13 / 81.3
clkbuf: 9 / 38.8
and2b: 6 / 45.0
nor2: 6 / 22.5
nand2b: 4 / 25.0
nand2: 2 / 7.51
and2: 1 / 6.26
nor3: 1 / 5.00
-- per-layer routing --
metal  vias up  global-route usage [%]
li1       1656                       -
met1      1737                    25.4
met2       128                    28.0
met3        20                    7.11
met4         0                    4.95
met5         -                       0
-- power groups by stage --
stage	clock, uW	sequential (uW)	combinational (uW)
6_report	2010	2140	378
4_1_cts	2040	2140	382
5_1_grt	2120	2150	409
-- kinds of logic after synthesis --
kind of cell / count (synthesis) / synth area share (%)
AOI/OAI and AO/OA: 80 / 12.1
buffers and inverters: 33 / 4.88
DFF: 144 / 65.6
muxes: 80 / 14.3
and+or+nand+nor: 33 / 3.16
-- worst max-delay path, stage by stage --
cell	delay, ns
clkdlybuf4s50_1	0.45
nor2b_1	0.56
buf_4	0.31
a221oi_1	0.11
a221oi_1	0.24
-- final cells by class --
type	count	area, sq um	share of cell area (%)
Timing Repair Buffer	78	746	10.1
Tap cell	184	230	3.11
Sequential cell	144	4000	54.1
Clock buffer	25	475	6.43
Multi-Input combinational cell	193	1810	24.5
Clock inverter	7	133	1.79
-- worst max path at each step --
| stage | to | depth (start not counted) | start |
|---|---|---|---|
| after CTS | rd2[5] | 5 | ra2[0] |
| after global routing | rd2[10] | 5 | ra2[0] |
| final | rd2[10] | 5 | ra2[0] |
-- flip-flops by register name, summed over array words and instances (netlist names) --
signal,flops
rd1,16
rd2,16
regs,112
-- metrics by stage --
step,total power (uW),cell area (sq um)
floorplan,2380,6110
global placement,2550,6790
detailed placement,2560,6790
CTS,4560,7400
global route,4680,7400
finish,4520,7400
Power and IR drop assume default switching activity.
