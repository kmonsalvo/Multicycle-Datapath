`/design/flow/design.v`:
```
`timescale 1ns / 1ps
module ALU_16BIT(A, B, OP, ZERO, Result);
    input [15:0] A;
    input [15:0] B;
    input [3:0] OP;
    output ZERO;
    output [15:0] Result;
		wire COUT0, COUT1, COUT2;
		wire COUT3, COUT4, COUT5; 
		wire COUT6, COUT7, COUT8; 
		wire COUT9, COUT10, COUT11; 
		wire COUT12, COUT13, COUT14, COUT15; 
		wire R0, R1, R2;
		wire R3, R4, R5; 
		wire R6, R7, R8; 
		wire R9, R10, R11; 
		wire R12, R13, R14;
		wire R15; 
		wire setv;
		wire V;
		wire SET; 
		wire msb;
		wire slt;  
		and (slt, OP[1], OP[0]); 
		mux2x1 M1(setv, R15, OP[3], SET);
		mux2x1 M2(R15,1'b0,slt,msb); 	
		assign Result = {msb,R14,R13,R12,R11,R10,R9,R8,R7,R6,R5,R4,R3,R2,R1,R0};
		alu_lsb_first A0(R0, COUT0, A[0], B[0], OP[2], OP, SET);
		alu_lsb A1(R1, COUT1, A[1], B[1], COUT0, OP);
		alu_lsb A2(R2, COUT2, A[2], B[2], COUT1, OP);
		alu_lsb A3(R3, COUT3, A[3], B[3], COUT2, OP);
		alu_lsb A4(R4, COUT4, A[4], B[4], COUT3, OP);
		alu_lsb A5(R5, COUT5, A[5], B[5], COUT4, OP);
		alu_lsb A6(R6, COUT6, A[6], B[6], COUT5, OP);
		alu_lsb A7(R7, COUT7, A[7], B[7], COUT6, OP);
		alu_lsb A8(R8, COUT8, A[8], B[8], COUT7, OP);
		alu_lsb A9(R9, COUT9, A[9], B[9], COUT8, OP);
		alu_lsb A10(R10, COUT10, A[10], B[10], COUT9, OP);
		alu_lsb A11(R11, COUT11, A[11], B[11], COUT10, OP);
		alu_lsb A12(R12, COUT12, A[12], B[12], COUT11, OP);
		alu_lsb A13(R13, COUT13, A[13], B[13], COUT12, OP);
		alu_lsb A14(R14, COUT14, A[14], B[14], COUT13, OP);
		alu_msb A15(R15, COUT15, V, setv, A[15], B[15], COUT14, OP);
		nor(ZERO, R0, R1, R2, R3, R4, R5, R6, R7, R8, R9, R10, R11, R12, R13, R14, R15); 
endmodule
module alu_lsb (R, COUT, A, B, CIN, OP);
	output R, COUT;
	input A, B, CIN; 
	input [3:0] OP;
	wire R1, R2, R3;
	wire NA, NB;  
	wire RA, RB;  
	not N2(NB, B);
	mux2x1 M2(B, NB, OP[2], RB);
	and (R2, A, B);
	or (R3, A, B);
	fulladder F1(A, RB, CIN, R1, COUT);
	mux4x1 M3(R, R1, R2, R3, 1'b0, OP[1:0]);
endmodule 
module alu_lsb_first (R, COUT, A, B, CIN, OP, SET);
	output R, COUT;
	input A, B, CIN;
	input SET;  
	input [3:0] OP;
	wire R1, R2, R3; 
	wire NA, NB;  
	wire RA, RB;  
	not N2(NB, B);
	mux2x1 M2(B, NB, OP[2], RB);
	and (R2, A, B); 
	or (R3, A, B);
	fulladder F1(A, RB, CIN, R1, COUT);
	mux4x1 M3(R, R1, R2, R3, SET, OP[1:0]);
endmodule 
`timescale 1ns / 1ps
module alu_msb (R, COUT, V, SETV, A, B, CIN, OP);
	output R, COUT, V, SETV;
	input A, B, CIN; 
	input [3:0] OP;
	wire R1, R2, R3;
	wire NA, NB;  
	wire RA, RB;  
	not N2(NB, B);
	mux2x1 M2(B, NB, OP[2], RB);
	and (R2, A, B); 
	or (R3, A, B);
	fulladder F1(A, RB, CIN, R1, COUT);
	mux4x1 M3(R, R1, R2, R3, R1, OP[1:0]);
	xor X1(V,CIN, COUT);
	xor X2(SETV, V, R1); 
endmodule 
`timescale 1ns / 1ps
module fulladder(
    input A,
    input B,
    input CIN,
    output R,
	 output COUT
    );
		wire R1, R2, R3;  
		wire A0, A1, A2;
		wire OR1;
		xor X0(R1, A, B);
		xor X1(R, R1, CIN);
		and X2(A0, B, CIN);
		and X3(A1, A, CIN);
		and X4(A2, A, B);
		or X5(OR1, A0, A1);
		or X6(COUT, OR1, A2);
endmodule
`timescale 1ns / 1ps
module mux2x1(
    input A,
    input B,
    input OP,
    output R
    );
	wire NOP;
	wire A1, A2;
	not(NOP, OP);
	and X0(A1, NOP, A);
	and X1(A2, OP, B);
	or(R, A1, A2); 
endmodule
`timescale 1ns / 1ps
module mux4x1(
    output reg R,
    input R1,
    input R2,
    input R3,
    input R4,
    input [1:0] OP
    );
	 always @ (*) begin
		case (OP)
			2'b00: R = R1;
			2'b01: R = R2;
			2'b10: R = R3;
			2'b11: R = R4;
		endcase
	 end
endmodule
```
`/design/flow/run.sh`:
```
#!/bin/bash
# OpenROAD 26Q1-2900-gdf79404cd8, Yosys 0.63+post, stock flow scripts
make -C /OpenROAD-flow-scripts/flow DESIGN_CONFIG=/design/flow/config.mk WORK_HOME=/design/flow/orfs finish
```
`/design/flow/config.mk`:
```
export PLATFORM = sky130hd
export DESIGN_NAME = ALU_16BIT
export DESIGN_NICKNAME = ALU_16BIT
export VERILOG_FILES = /design/flow/design.v
export SDC_FILE = /design/flow/constraint.sdc
export NUM_CORES = 4
export LEC_CHECK = 1
export CORE_AREA = 10 10 90 90
export DIE_AREA = 0 0 100 100
```
`/design/flow/constraint.sdc`:
```
current_design ALU_16BIT

set clk_period 12.2
set clk_io_pct 0.2

create_clock -name clk0 -period $clk_period

set non_clock_inputs [all_inputs -no_clocks]
set_input_delay [expr $clk_period * $clk_io_pct] -clock clk0 $non_clock_inputs
set_output_delay [expr $clk_period * $clk_io_pct] -clock clk0 [all_outputs]
```
==> metrics.yaml <==
synth_top_cell_by_area: "fa_1"
synth_top_area_share_pct: 24.1
netlist_top_cells_area: "fa_1, buf_4, xnor2_1"
worstPathArrival_ps: 9510
layout.cells.non_filler: 273
dr.pass1.iters: 4
grt-busiest-layer: "met2"
numPlacedInstances: 272
powerDensity_nw_per_um2: 47.1
hold_violations: 0
worst_setup_path_start_kind: "primary input"
drt_wl_total_um: 3840
critical_path_class: "primary input to primary output"
hold_depth: 5
placed_cell_area_um2: 1790
grt_overflow: 0
period_minus_slack_ps: 11950
syn_area_um2: 1250
die_h_um: 100
min_path_type: "primary input to primary output"
clkbuf_count: 0
ys_cells: 154
antenna_cells: 0
gr-usage-met1_pct: 10.0
hold_slack_ps: 5820
die_width_um: 100
synth_seq_share_pct: 0
ioPinCount: 53
crit_chain: "clkdlybuf4s50_1 -> mux2_2 -> fa_2 -> inv_1 -> fa_2 -> fa_2 -> fa_2 -> fa_2 -> fa_2 -> fa_2 -> fa_2 -> fa_2 -> fa_2 -> fa_2 -> fa_2 -> fa_2 -> fa_2 -> fa_1 -> o21ai_2 -> buf_4 -> nand4_1 -> a2bb2oi_1 -> buf_4 -> clkdlybuf4s50_1"
common_cells: "inv_1, buf_4, fa_1, xnor2_1, nand2_1"
yosys.area_share.simple_pct: 15.1
total_power_uw: 86.7
initial_utilization_pct: 19.9
antenna_found_initial: 0
mux_share_pct: 0.904
drv_cap: 0
final.period_utilization_pct: 97.9
syn_to_final_growth_pct: 47.8
fmax_mhz: 83.7
grt_use_total_pct: 7.72
grt_max_degree: 33
regArea_um2: 0
netlist_instances: 154
drc: 0
final_area_um2: 1840
synthMostInstantiatedCell: "inv_1"
dr.first_iter.drc_count: 46
fin_ws_ps: 251
status: "finished, final reports clean"
min_to: "Result[1]"
wl_per_cell_um: 14.1
die_area_um2: 10000
vias_per_cell: 4.35
rsz0062_at_grt: "false"
critical_path.max_stage_delay_ps: 460
slowest_stage: "clkdlybuf4s50_1"
vias: 1187
ys_chip_area_um2: 1250
flops: 0
grt_pass1_vias: 1278
ant_nets: 0
io_buffers: 53
end_kind: "primary output"
setup_viol: 0
yosysWarnings: 1
xor_area_share_pct: 10.5
top_logic_kind: "adder cells"
max_slew.worst_pin.slew_ps: 834
dp_hpwl_um: 3300
maxSlewViolCount: 0
finalSetupTns_ps: 0
cpLargestDelayFamily: "adder cells"
gp_congestion: 0.813
crit_top_cell: "fa_2"
use_met2_pct: 12.8
crit_fanout: 2
synthDistinctLibCells: 36
warnings: 36
slew_headroom_pct: 44.4
hold_start: "B[1]"
grt_pass1_wl_um: 6330
aoi_share_pct: 23.0
drive_gt1_share_pct: 17.9
ys_sh_adder_pct: 30.1
core_area_um2: 6280
met3_usage_pct: 2.71
placementRows: 29
fin_util_pct: 29.3
critPathBufInv: 5
irDropWorstVdd_uv: 19.1
required_ps: 9760
p_leak_nw: 0.733
detailedPlace.worstSlack_ps: -561
syn_area_per_cell_um2: 8.09
## how the worst max path moves through the flow
stage	startpoint	endpoint	cells after the start
finish	B[0]	Result[0]	24
global route	B[0]	ZERO	24
CTS	B[1]	ZERO	24
## per-layer routing
layer	up-vias	share of wire, %	wire length, µm
met5	-	0	0
met1	558	45	1720
met3	2	9.3	358
li1	589	-	-
met4	0	0.31	12
met2	38	46	1760
## report_power, final
part           switching, mW  internal (mW)
registers                  0              0
logic                 0.0361         0.0507
clock network              0              0
total                 0.0361         0.0507
## cells by family (layout without fill, tap and decap cells)
family | Yosys count | after routing
buf+inv | 45 | 87
simple gates | 33 | 33
xor+xnor | 15 | 15
fa+ha+maj | 21 | 21
mux | 1 | 1
compound gates | 39 | 39
## layout by cell type, fill, tap and decap left out, types with 2 or more instances in the layout
master and n:
dlygate4sd2_1 2, nand2_1 11, fa_2 14, buf_4 13
o21ai_0 9, or2b_1 4, a21oi_1 7, a221oi_2 2
ha_1 6, o221ai_1 7, a21o_1 4, a31oi_1 2
xnor2_1 13, inv_1 21, nand2b_1 7, a221oi_1 2
clkdlybuf4s50_1 50, nand3b_1 2
## what timing repair did
item / CTS / global route
resized: 15 / 4
buffers inserted: 1 / 0
pin swaps: 7 / 4
hold buffers: 0 / 0
endpoints found under the setup margin: 3 / 2
## area by class of cell
type | count | area [µm²]
Fill cell | 656 | 4440
Inverter | 21 | 78.8
Multi-Input combinational cell | 109 | 1040
Tap cell | 77 | 96.3
Timing Repair Buffer | 66 | 628
