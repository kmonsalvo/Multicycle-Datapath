[design/flow/run.sh]
#!/bin/bash
# OpenROAD 26Q1-2900-gdf79404cd8, Yosys 0.63+post, stock flow scripts
make -C /OpenROAD-flow-scripts/flow DESIGN_CONFIG=/design/flow/config.mk WORK_HOME=/design/flow/orfs finish
[design/flow/config.mk]
export PLATFORM = sky130hd
export DESIGN_NAME = mux8to1
export DESIGN_NICKNAME = mux8to1
export VERILOG_FILES = /design/flow/design.v
export SDC_FILE = /design/flow/constraint.sdc
export NUM_CORES = 4
export LEC_CHECK = 1
export CORE_AREA = 10 10 99 99
export DIE_AREA = 0 0 109 109
[design/flow/constraint.sdc]
current_design mux8to1

set clk_period 3.6
set clk_io_pct 0.2

create_clock -name clk0 -period $clk_period

set non_clock_inputs [all_inputs -no_clocks]
set_input_delay [expr $clk_period * $clk_io_pct] -clock clk0 $non_clock_inputs
set_output_delay [expr $clk_period * $clk_io_pct] -clock clk0 [all_outputs]
[design/flow/design.v]
`timescale 1ns / 1ps
module mux8to1(in0, in1, in2, in3, in4, in5, in6, in7, sel, out);
    input [15:0] in0;
    input [15:0] in1;
    input [15:0] in2;
    input [15:0] in3;
    input [15:0] in4;
    input [15:0] in5;
    input [15:0] in6;
    input [15:0] in7;
    input [2:0] sel;
    output [15:0] out;
assign out = (sel == 0) ? in0 :(sel == 1) ? in1 :(sel == 2) ? in2 :(sel == 3) ? in3 :(sel == 4) ? in4 :(sel == 5) ? in5 :(sel == 6) ? in6 :in7;
endmodule
==> results_slide.txt <==
Implementation Results

Run status
  • Outcome: completed

Worst setup path
  • Cell family with most CP delay: buffers and inverters
  • Critical-path cell list: clkdlybuf4s50_1 -> and2b_1 -> a22o_1 -> a22oi_1 -> o21ai_0 -> clkdlybuf4s50_1
  • Critical Path End: out[4]
  • CP most frequent cell: clkdlybuf4s50_1
  • Crit Path Category: input pin to output port
  • Setup crit end kind: output port
  • WP buf/inv: 2
  • WP data required: 2880 ps
  • Largest stage delay on the critical path: 640 ps
  • CP Max Fanout: 9
  • Setup crit start: sel[1]
  • Startpoint type of the worst setup path: input pin
  • Critical path arrival: 2610 ps
  • Slowest-stage cell, CP: clkdlybuf4s50_1
  • Worst path depth: 6

Finish
  • Register area: 0 um^2
  • Layout cells sized above 1: 0.131
  • # clk buffers: 0
  • Seq_cells: 0
  • # fillers: 783
  • Area Growth Syn to Fin: 148%
  • Post-route core utilization: 0.350

Min path
  • Worst hold path class: input pin to output port
  • HP Start: in4[9]

Yosys
  • XOR/XNOR share of the synthesized area: 0
  • Avg Cell Area, Syn: 9.31 um^2
  • Mux area share: 0.544
  • Comb area leader: multiplexers
  • Sequential share of the synthesized area: 0
  • # Cells Yosys: 117
  • Adder share: 0
  • Synthesis area per yosys: 1090 um^2
  • Synth warn: 0
  • Post-Syn Area: 1090 um^2
  • Cells after synthesis: 117
  • Complex Gates by Area: 0.259
  • Simple-Gate Area Share: 0.109
  • Unique cell types: 29

Detailed routing
  • Vias/cell: 4.31
  • DRC violations left: 0
  • Routed WL: 6.15 mm
  • Vias: 1,559
  • Avg WL per Cell: 17.0 um
  • ANT nets after route: 0
  • Starting DRT DRC Count: 23
  • 1st-pass router iterations: 4
  • Antenna Cells: 0

Final timing
  • Unrepaired setup endpoints after global routing: no
  • Fmax: 300 MHz
  • Setup_tns: 0 ps
  • Period utilization: 0.926
  • Slew Viols, Final: 0
  • Worst slew margin: 0.693
  • Fin. Hold Viols: 0
  • Slew @ Worst Pin: 461 ps
  • Setup-failing EPs final: 0
  • Final Critical Period: 3330 ps

Global routing
  • First-pass GRT wire length: 9.32 mm
  • Largest net degree at the start of global routing: 27
  • Antenna violations before repair: 0
  • Grt ovf: 0
  • Number of global-route vias before repair: 1,771
  • GRT Util Overall: 0.0990

Die
  • Die Y: 109 um
  • Die area: 11,900 um^2
  • Starting utilization of the core area: 0.141
  • I/O Pins: 147
  • Die X: 109 um
  • CORE AREA: 7730 um^2
  • Standard-cell rows: 32

Run
  • Tool warnings: 32
  • Max_cap viols: 0

Pwr
  • Maximum VDD drop: 0.0000443 V
  • P_leak: 0.999 nW
  • Cell Pwr Density: 116 nW/um^2

Clocking
  • PostCTS Resize Cnt: 0
  • CTS Hold Bufs: 0
  • Post-CTS Setup Bufs: 0

Placed design
  • Detail Placement HPWL: 5.60 mm
  • RD Place Congestion: 0.806
  • I/O Buffers: 147
==> power breakdown <==
| group | switching [mW] | total, mW | internal [mW] |
|---|---|---|---|
| clock network | 0 | 0 | 0 |
| registers | 0 | 0 | 0 |
| logic | 0.0806 | 0.312 | 0.232 |
==> layout by cell type, fill, tap and decap left out, types with 2 or more instances in the layout <==
cell type / count
buf_12: 3
a22o_1: 3
a22oi_1: 3
inv_1: 2
o21ai_0: 3
nand2_1: 10
o22a_1: 3
mux4_1: 9
nor2_1: 12
mux2_2: 17
mux4_2: 6
a21o_1: 4
clkdlybuf4s50_1: 146
nand3_1: 2
o221ai_1: 4
mux2i_1: 3
o22ai_1: 6
a221oi_1: 3
buf_4: 6
a31oi_1: 8
==> cell type report <==
class | instances | area (um^2) | share of cell area
repair buffers | 156 | 1570 | 0.582
multi-input cells | 102 | 995 | 0.368
well taps | 102 | 128 | 0.0472
inverters | 2 | 7.51 | 0.00278
==> stage by stage <==
stage               setup WS [ps]  area [um^2]  power, mW  std cells  hold slack [ps]
global placement              256         2700      0.317        362             2380
CTS                           234         2700      0.319        362             2390
detailed placement            244         2700      0.316        362             2390
global route                 99.6         2700      0.341        362             2410
floorplan                    1140         1090      0.106        117             1520
finish                        267         2700      0.312        362             2380
==> worst min path at each step <==
stage	end	cells after the start	slack (ps)
after global routing	out[0]	4	2410
after CTS	out[0]	4	2390
final	out[9]	4	2380
==> cells in the mapped netlist <==
library cell   n  area share
a221oi_1       3       0.024
buf_4          3       0.021
and2_1         1      0.0057
o21ai_0        3       0.014
a31oi_1        8       0.046
a21oi_1        1      0.0046
inv_1          2      0.0069
buf_12         1       0.018
a21o_1         4       0.028
nor2b_1        1      0.0057
a22o_1         3       0.024
mux4_2         6        0.12
mux2_2        17        0.18
buf_1          1      0.0034
o22a_1         3       0.024
mux4_1         9        0.22
o22ai_1        6       0.034
nand2_1       10       0.034
and2b_1        1      0.0069
or2_2          1      0.0057
o221ai_1       4       0.032
nand3_1        2      0.0092
buf_6          1       0.010
buf_2          3       0.014
a22oi_1        3       0.021
nor2_1        12       0.041
mux2i_1        3       0.028
o311ai_0       1      0.0080
clkbuf_1       4       0.014
==> kinds of logic (layout without fill, tap and decap cells) <==
group / after synthesis / count (layout)
AOI/OAI and AO/OA: 39 / 39
buffers and inverters: 15 / 158
muxes: 35 / 35
and+or+nand+nor: 28 / 28
==> routing by layer <==
metal  vias to the layer above  global-route usage  part of all wire
met1                       694               0.123              0.41
met2                        87               0.165              0.47
li1                        778                   -                 -
met5                         -                   0                 0
met4                         0                   0                 0
met3                         0              0.0454              0.13
Power is estimated from default activity; no workload was simulated.
